[./design.v]
`timescale 1ns / 1ps
module RegisterModule
(
	input CLOCK,
	input [4:0] readAddress1,
	input [4:0] readAddress2,
	input [4:0] writeAddress,
	input [63:0] writeData,
	input regWrite,
	output reg [63:0] regData1,
	output reg [63:0] regData2
);
	reg [63:0] registerData[31:0];
	initial begin
		registerData[31] = 64'b0;
		registerData[1] = 64'd16;
		registerData[2] = 64'd12;
		registerData[3] = 64'd3;
		registerData[4] = 64'd4;
		registerData[5] = 64'd5;
		registerData[6] = 64'd6;
		registerData[7] = 64'd1;
	end
	always @(*) begin
		if (regWrite == 1) begin
			registerData[writeAddress] <= writeData;
		end
	end
	always @(negedge CLOCK) begin
		regData1 <= registerData[readAddress1];
		regData2 <= registerData[readAddress2];
	end
endmodule
[./run.sh]
#!/bin/bash
# OpenROAD 26Q1-2900-gdf79404cd8, Yosys 0.63+post, stock flow scripts
make -C /OpenROAD-flow-scripts/flow DESIGN_CONFIG=/design/flow/config.mk WORK_HOME=/design/flow/orfs finish
[./config.mk]
export PLATFORM = sky130hd
export DESIGN_NAME = RegisterModule
export DESIGN_NICKNAME = RegisterModule
export VERILOG_FILES = /design/flow/design.v
export SDC_FILE = /design/flow/constraint.sdc
export NUM_CORES = 4
export LEC_CHECK = 1
export CORE_UTILIZATION = 50
[./constraint.sdc]
current_design RegisterModule

set clk_period 17.5
set clk_io_pct 0.2

create_clock -name clk0 -period $clk_period [get_ports {CLOCK}]

set non_clock_inputs [all_inputs -no_clocks]
set_input_delay [expr $clk_period * $clk_io_pct] -clock clk0 $non_clock_inputs
set_output_delay [expr $clk_period * $clk_io_pct] -clock clk0 [all_outputs]
==> results.json <==
{
  "outcome": "finished clean",
  "layout-drive-gt1-share_pct": 7.79,
  "post-cts-setup-buffer-count": 0,
  "number_of_synthesized_flops_with_an_enable_pin": 0,
  "final-hold-violation-count": 0,
  "synth_cell_type_count": 69,
  "muxShareOfSynthArea_pct": 2.06,
  "max_cap_viol_count": 0,
  "grt_pass1_vias": 61900,
  "cts_hold_buf": 0,
  "yosys.stat.chipArea_um2": 58700,
  "ys_seq_elements": 2176,
  "drt_pass1_iterations": 11,
  "timing.hold.worst.class": "in -> reg",
  "timing.critical_path.from_type": "primary input",
  "stage_log_warnings": 153,
  "endpoint_kind": "register",
  "final_layout_fill_cell_count": 10300,
  "seq_area_um2": 33300,
  "core_um2": 116000,
  "numCtsBuffers": 17,
  "hold_slack_ns": 12.52,
  "yosys.area.top_type_share_pct": 52.3,
  "area_growth_from_synthesis_to_layout_pct": 11.3,
  "topCellsByArea": "sky130_fd_sc_hd__dlxtn_1 52%, sky130_fd_sc_hd__a22oi_1 21%, sky130_fd_sc_hd__dfxtp_1 4.4%",
  "compound_area_share_pct": 26.8,
  "grt_start_max_net_pins": 63,
  "total_leakage_power_nw": 29.4,
  "synth_top_cell_by_area": "sky130_fd_sc_hd__dlxtn_1",
  "vdd_ir_drop_max_mv": 0.102,
  "timing.critical_path.from": "readAddress2[2]",
  "grt_setup_unrepaired": "false",
  "die_height_um": 345,
  "power.density_cell_area_nw_per_um2": 33.1,
  "finish.cell_count_without_fillers": 7971,
  "grt.total_usage_pct": 65.4,
  "cp.required_ns": 9.21,
  "clk_pin_slew_worst_paths_ns": 0.04,
  "register_pins_left_without_a_clock": 2048,
  "cts_resized": 0,
  "synth.yosys.warnings": 2,
  "via_per_inst": 8.20,
  "synth.cellmix.adderShare_pct": 0,
  "arrival_ns": 7.42,
  "timing.critical_path.fanout_max": 34,
  "slew_viol_final": 0,
  "via_count": 65400,
  "cell_count_after_synthesis": 6156,
  "post_drt_wl_per_cell_um": 47.4,
  "top_level_ports": 209,
  "grt_pass1_wl_mm": 503,
  "remaining_routing_drc_violations": 0,
  "placement_rows": 125,
  "ys_cells": 6156,
  "overflow": 0,
  "critPathKind": "in -> reg",
  "grt_antenna_before_repair": 41,
  "dp_hpwl_mm": 211,
  "synthFlopType": "sky130_fd_sc_hd__dlxtn_1",
  "place_area_um2": 64200,
  "postRouteAntennaNets": 0,
  "tritoncts": "yes",
  "yosysMostFrequentCell": "sky130_fd_sc_hd__dlxtn_1",
  "post-route-cell-area_um2": 65300,
  "cts_root_buf": "sky130_fd_sc_hd__clkbuf_16",
  "setup_viol": 0,
  "asyncSetResetFlopFracSynth_pct": 0,
  "floorplan.die.width_um": 345,
  "mappedNetlistArea_um2": 58700,
  "chip_area_um2": 119000,
  "cts.htree.levels": 4,
  "basic_gate_share_of_the_synthesized_area_counting_and_or_nand_and_nor_cells_pct": 10.7,
  "placed_cells_incl_taps": 7768,
  "wl_mm": 378,
  "timing.setup.tns_ns": 0,
  "yosys.area_share.xor_xnor_pct": 0,
  "place.port_buffers": 208,
  "untimed_endpoints": 2048,
  "final_weighted_congestion_in_routability_driven_placement": 1.10,
  "post_synth_main_logic_family": "AND-OR/OR-AND gates",
  "synthesis.area_per_instance_um2": 9.54,
  "top_cells_by_count": "2048 x sky130_fd_sc_hd__dlxtn_1, 1638 x sky130_fd_sc_hd__a22oi_1, 465 x sky130_fd_sc_hd__nand2_1",
  "initCoreUtil_pct": 50.5,
  "cp-endpoint": "regData2[21]",
  "multi_input_comb_area_um2": 23800,
  "detail_route.iter0.violations": 9877,
  "slew-limit-headroom_pct": 14.7,
  "max_slew.worst_pin.slew_ns": 1.28,
  "cts-root-to-sink-buffers": 2
}
## placed cells by master, fill, tap and decap left out, types with 7 or more instances in the layout
| master | n |
|---|---|
| sky130_fd_sc_hd__a2111oi_0 | 16 |
| sky130_fd_sc_hd__a21oi_1 | 192 |
| sky130_fd_sc_hd__a221o_1 | 8 |
| sky130_fd_sc_hd__a221oi_1 | 43 |
| sky130_fd_sc_hd__a222oi_1 | 17 |
| sky130_fd_sc_hd__a22o_1 | 59 |
| sky130_fd_sc_hd__a22oi_1 | 1638 |
| sky130_fd_sc_hd__a31oi_1 | 16 |
| sky130_fd_sc_hd__a32oi_1 | 17 |
| sky130_fd_sc_hd__and3_1 | 14 |
| sky130_fd_sc_hd__and4_1 | 14 |
| sky130_fd_sc_hd__buf_12 | 47 |
| sky130_fd_sc_hd__buf_4 | 291 |
| sky130_fd_sc_hd__clkbuf_16 | 17 |
| sky130_fd_sc_hd__clkdlybuf4s50_1 | 203 |
| sky130_fd_sc_hd__dfxtp_1 | 128 |
| sky130_fd_sc_hd__diode_2 | 44 |
| sky130_fd_sc_hd__dlxtn_1 | 2048 |
| sky130_fd_sc_hd__inv_1 | 139 |
| sky130_fd_sc_hd__mux2_2 | 20 |
| sky130_fd_sc_hd__mux2i_1 | 94 |
| sky130_fd_sc_hd__nand2_1 | 432 |
| sky130_fd_sc_hd__nand2_4 | 33 |
| sky130_fd_sc_hd__nand2b_1 | 11 |
| sky130_fd_sc_hd__nand3_1 | 45 |
| sky130_fd_sc_hd__nand3b_1 | 7 |
| sky130_fd_sc_hd__nand4_1 | 220 |
| sky130_fd_sc_hd__nor2_1 | 193 |
| sky130_fd_sc_hd__nor2_4 | 61 |
| sky130_fd_sc_hd__nor2b_1 | 13 |
| sky130_fd_sc_hd__nor3_1 | 107 |
| sky130_fd_sc_hd__nor4_1 | 73 |
| sky130_fd_sc_hd__o21ai_0 | 30 |
| sky130_fd_sc_hd__o22ai_1 | 14 |
| sky130_fd_sc_hd__o2bb2ai_1 | 7 |
| sky130_fd_sc_hd__o32a_1 | 27 |
| sky130_fd_sc_hd__o32ai_1 | 8 |
| sky130_fd_sc_hd__or3_1 | 10 |
## worst max-delay path, stage by stage
cell and delay, ns:
sky130_fd_sc_hd__buf_4 0.54, sky130_fd_sc_hd__nand2_1 0.93, sky130_fd_sc_hd__nor2_4 0.96, sky130_fd_sc_hd__buf_4 0.49
sky130_fd_sc_hd__buf_4 0.38, sky130_fd_sc_hd__a22oi_1 0.13, sky130_fd_sc_hd__nand2_1 0.09, sky130_fd_sc_hd__nor3_1 0.05
sky130_fd_sc_hd__a21oi_1 0.26
## where the power goes
group,total [mW],internal (mW),switching (mW)
Sequential,0.861,0.677,0.184
Combinational,0.724,0.273,0.451
Clock,0.577,0.259,0.318
## per-layer routing
metal  share of wire [%]  GRT usage, %
met5                0.34          10.7
met4                  11          48.4
met3                  21          52.9
met2                  36          79.5
met1                  31          74.2
## sequential cells by signal (all words and copies together), names as in the netlist
signal and count:
registerData 2048, regData1 64, regData2 64
## layout make-up
type	instances	share of cell area [%]
antenna	44	0.169
multi-input combinational	3521	36.4
tap	1524	2.92
clock inverter	143	0.957
timing repair buffer	541	7.89
inverter	5	0.0287
sequential	2176	51.0
clock buffer	17	0.651
## kinds of logic after synthesis
family | count (synthesis)
AND-OR/OR-AND | 2128
buffers and inverters | 459
flip-flops | 128
latches | 2048
multiplexers | 116
AND/OR/NAND/NOR | 1277
## through the flow
step / total power [mW] / utilization (%) / setup slack, ns
2_1_floorplan: 1.09 / - / 3.54
4_1_cts: 2.10 / 56.1 / 2.27
3_3_place_gp: 1.57 / 55.2 / 1.71
5_1_grt: 2.22 / 56.1 / 2.04
3_5_place_dp: 1.56 / 55.2 / 1.69
6_report: 2.16 / 56.2 / 1.79
## worst min path at each step
stage          startpoint            to  slack [ns]  cells past startpoint
6_report  readAddress2[3]  regData2[60]       12.52                      3
5_1_grt   readAddress2[3]  regData2[60]       12.46                      3
4_1_cts   readAddress2[3]  regData2[60]       12.46                      3
Power and IR drop assume default switching activity.
