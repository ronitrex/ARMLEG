==> flow/design.v <==
`timescale 1ns / 1ps
module DataMemory
(
	input CLOCK,
	input [63:0] inputAddress,
	input [63:0] inputData,
	input memRead,
	input memWrite,
	output reg [63:0] outputData
);
	reg [63:0] memoryData[127:0];
	initial begin
		memoryData[0]  = 64'd0;
		memoryData[8]  = 64'd1;
		memoryData[16] = 64'd2;
		memoryData[24] = 64'd3;
		memoryData[32] = 64'd4;
		memoryData[40] = 64'd5;
		memoryData[48] = 64'd6;
		memoryData[56] = 64'd7;
		memoryData[64] = 64'd8;
		memoryData[72] = 64'd9;
		memoryData[80] = 64'd10;
		memoryData[88] = 64'd11;
		memoryData[96] = 64'd12;
	end
	always @(posedge CLOCK) begin
		if (memWrite == 1) begin
			memoryData[inputAddress] <= inputData;
		end
	end
	always @(negedge CLOCK) begin
		if (memRead == 1) begin
			outputData <= memoryData[inputAddress];
		end
	end
endmodule
==> flow/run.sh <==
#!/bin/bash
# OpenROAD 26Q1-2900-gdf79404cd8, Yosys 0.63+post, stock flow scripts
make -C /OpenROAD-flow-scripts/flow DESIGN_CONFIG=/design/flow/config.mk WORK_HOME=/design/flow/orfs finish
==> flow/config.mk <==
export PLATFORM = sky130hd
export DESIGN_NAME = DataMemory
export DESIGN_NICKNAME = DataMemory
export VERILOG_FILES = /design/flow/design.v
export SDC_FILE = /design/flow/constraint.sdc
export NUM_CORES = 4
export LEC_CHECK = 1
export CORE_UTILIZATION = 50
export SYNTH_MEMORY_MAX_BITS = 65536
==> flow/constraint.sdc <==
current_design DataMemory

set clk_period 182.9
set clk_io_pct 0.2

create_clock -name clk0 -period $clk_period [get_ports {CLOCK}]

set non_clock_inputs [all_inputs -no_clocks]
set_input_delay [expr $clk_period * $clk_io_pct] -clock clk0 $non_clock_inputs
set_output_delay [expr $clk_period * $clk_io_pct] -clock clk0 [all_outputs]
==> notes.md <==
run metrics: Final setup viols 0, Slew headroom around 15%, Fillers ~46,000, Die ar. ~640,000 um^2, Placer Congestion 0.920, logic area between 60,000 and 70,000 um^2, worst vdd ir 11.8 uV, Vias/cell 6.68, status finished, final reports clean, yosys simple share under 10%, Log Warnings around 150, Syn Area/Cell 17.7 um^2, reg2reg start memoryData[18][9]$_DFFE_PP_, dominant kind of combinational cell AND-OR/OR-AND gates, R2R Path End outputData[9]$_DFFE_NP_, wire length of the first global-routing pass roughly 1,400,000 um, CTS Hold Bufs 0, first-pass detailed-route iteration total 6, adder share 0%, Yosys Chip Area 316,000 um^2, r2r setup slk 88.14 ns, Max Slew Vio Count 0, Pleak between 100 and 150 nW, vias in the first global route between 150k and 200k, Multiplexer share 4.34%, Distinct lib cells used slightly below 80, Die Y approximately 800 um, endpoint type of the worst setup path flip-flop, Worst Hold End memoryData[25][46]$_DFFE_PP_, Ys Warns 1, post-DP HPWL just over 600,000 um, Chip Width around 800 um, Post-synth seq share just under 80%, Fin. Hold Viols 0, port buffer count about 140, antenna violations before repair just over 60, Root Buffer clkbuf_16, Mapped Area roughly 320,000 um^2, WL final 1,040,000 um, post-route cell area 356,000 um^2, flip-flops with a built-in enable slightly above 8,000, slew of the pin with the lowest slew margin between 1 and 1.5 ns, H-tree Lvls 6, Synth flops a little over 8,000, Startpoint Class input port, Ports 195, number of placement rows 291, final worst setup slack roughly 50 ns, Sum Neg Setup Slack 0 ns, All-Layer GR Usage between 30 and 40%, crit path max fanout 77, critical path data required time roughly 90 ns, HP Start inputData[46], total congestion overflow 0, WHS Path Cells 1, Setup Buffers After CTS 0, clk_skew 0.118 ns, vias between 150k and 200k, reg2reg path depth 7, Core Util, Final between 50% and 60%, max_cap viols 0, PwrDens between 10 and 15 nW/um^2, DRC Markers 0, Clock Sinks around 8,300, Max clock buf depth 4, clk latency of the worst-skew pair ~1.2 ns, Place WS about 48 ns, Starting DRT DRC Count about 14,000, largest net degree at the start of global routing 103, worst min path class in2reg, worst setup path class in2reg, P&R area growth vs syn 12.6%, CP arrival between 40 and 50 ns, RSZ-0062 raised after global routing no, CTS resizes 0, initial core utilization about half, xor+xnor area frac 0%, post-DR wirelength/cell approximately 38 um, Hold Slack ~36 ns, share of cells above drive strength 1 15.5%, AO/OA Area Share roughly 13%, CTS tree done, antenna viol nets, final 0, yosys stat cell total ~18,000, Commonest flop edfxtp_1, Clock transition at path regs approximately 0.060 ns, async set-reset flop share out of synthesis 0%, total CTS buffers about 820, Mapped Cells between 15,000 and 20,000, Area after DPL 330,000 um^2, core area 629,000 um^2, Register Area roughly 250,000 um^2
[power by group]
group	total, mW	internal (mW)	switching, mW
registers	2.09	2.09	0.00209
clock network	1.62	0.904	0.721
logic	0.215	0.0579	0.157
[placed cells by master (no fill, tap or decap), types with 122 or more instances in the layout]
cell type	n
o2bb2ai_1	123
buf_4	996
o211ai_1	122
nor2_4	137
clkbuf_1	202
clkbuf_16	831
a22oi_1	931
a221o_1	181
clkinv_1	185
o21ai_0	706
mux2_2	500
o22ai_1	323
mux2i_1	575
nand2_1	446
a211oi_1	206
nor2b_1	272
nor2_1	250
edfxtp_1	8256
a21oi_1	832
a221oi_1	1446
[worst max path at each step]
stage              startpoint                       end  slack, ns
CTS           inputAddress[2]  outputData[55]$_DFFE_NP_      48.85
global route  inputAddress[2]  outputData[55]$_DFFE_NP_      48.52
finish        inputAddress[2]  outputData[55]$_DFFE_NP_      48.78
[area by class of cell]
class	instances	area share, %
tap	8350	2.94
multi-input combinational	8175	17.6
antenna	32	0.0225
clock buffer	1039	6.08
timing repair buffer	1079	2.39
clock inverter	513	1.19
sequential	8256	69.7
inverter	5	0.0144
[Yosys cell counts, types with 23 or more instances]
| cell type | number | area [um^2] |
|---|---|---|
| o31ai_1 | 56 | 420 |
| a22oi_1 | 931 | 6990 |
| nor2_1 | 387 | 1450 |
| buf_4 | 66 | 495 |
| a31oi_1 | 41 | 257 |
| a222oi_1 | 55 | 551 |
| nand3b_1 | 94 | 706 |
| a211oi_1 | 206 | 1550 |
| nand2b_1 | 54 | 338 |
| mux4_2 | 99 | 2230 |
| a221oi_1 | 1446 | 12700 |
| nor3_1 | 30 | 150 |
| o32ai_1 | 33 | 289 |
| mux2i_1 | 575 | 5760 |
| a22o_1 | 29 | 254 |
| a221o_1 | 181 | 1810 |
| nor2b_1 | 279 | 1750 |
| clkbuf_1 | 760 | 2850 |
| o21ai_0 | 706 | 3530 |
| a21o_1 | 34 | 255 |
| o2bb2ai_1 | 123 | 1080 |
| buf_2 | 444 | 2220 |
| edfxtp_1 | 8256 | 248000 |
| o21a_1 | 25 | 188 |
| nor3b_1 | 25 | 188 |
| a2111o_1 | 39 | 439 |
| a21oi_1 | 832 | 4160 |
| mux2_2 | 500 | 5630 |
| and3_1 | 23 | 144 |
| o211ai_1 | 122 | 916 |
| o41ai_1 | 31 | 272 |
| nand2_1 | 453 | 1700 |
| buf_1 | 149 | 559 |
| buf_6 | 27 | 304 |
| o22ai_1 | 323 | 2020 |
| o221ai_1 | 99 | 867 |
| or4_1 | 35 | 263 |
[cells by family after synthesis]
family,Yosys count
flops,8256
compound gates,5524
buf+inv,1458
simple gates,1470
mux,1181
[flip-flops by register name (all words and copies together) (netlist names)]
signal / cells
memoryData: 8192
outputData: 64
[per-layer routing]
| layer | part of all wire, % | GRT usage [%] | up-vias | routed length [um] |
|---|---|---|---|---|
| met5 | 0.49 | 6.63 | - | 5080 |
| met4 | 5.2 | 14.0 | 132 | 54700 |
| met3 | 20 | 31.4 | 2500 | 212000 |
| met2 | 44 | 49.0 | 14200 | 459000 |
| met1 | 30 | 43.9 | 90500 | 314000 |
| li1 | - | - | 76100 | - |
[worst max-delay path, stage by stage]
cell and delay, ns:
buf_16 0.30, buf_4 0.47, buf_4 0.57, buf_4 0.51, buf_4 0.54, buf_4 0.59
buf_4 0.49, buf_4 0.56, buf_4 0.64, mux2_2 0.40, a22oi_1 0.14, o22ai_1 0.10
o21ai_0 0.39, a41oi_1 0.42, a2111o_1 0.47
[per-stage QoR]
stage	std cells	power [mW]
2_1_floorplan	17900	2.24
3_3_place_gp	25900	2.34
3_5_place_dp	25900	2.35
4_1_cts	27400	3.94
5_1_grt	27400	4.03
6_report	27400	3.93
No activity file was given, so power comes from the tool's default toggle rates.
