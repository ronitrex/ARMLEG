===== design.v =====
module InstructionMemory
(
	input [63:0] programCounter,
	output reg [31:0] CPU_Instruction
);
	reg [8:0] instructionMemoryData[63:0];
	initial begin
		instructionMemoryData[0] = 'b11111000;
		instructionMemoryData[1] = 'b01000010;
		instructionMemoryData[2] = 'b10000000;
		instructionMemoryData[3] = 'b00101010;
		instructionMemoryData[4] = 'b11001011;
		instructionMemoryData[5] = 'b00000011;
		instructionMemoryData[6] = 'b00000000;
		instructionMemoryData[7] = 'b01001011;
		instructionMemoryData[8] = 'b10001011;
		instructionMemoryData[9] = 'b00000100;
		instructionMemoryData[10] = 'b00000000;
		instructionMemoryData[11] = 'b01101100;
		instructionMemoryData[12] = 'b11111000;
		instructionMemoryData[13] = 'b01000011;
		instructionMemoryData[14] = 'b00000000;
		instructionMemoryData[15] = 'b00101101;
		instructionMemoryData[16] = 'b10001011;
		instructionMemoryData[17] = 'b00000110;
		instructionMemoryData[18] = 'b00000000;
		instructionMemoryData[19] = 'b10101110;
		instructionMemoryData[20] = 8'hcb;
		instructionMemoryData[21] = 8'h03;
		instructionMemoryData[22] = 8'h00;
		instructionMemoryData[23] = 8'h22;
		instructionMemoryData[24] = 8'h8a;
		instructionMemoryData[25] = 8'h05;
		instructionMemoryData[26] = 8'h00;
		instructionMemoryData[27] = 8'h4c;
		instructionMemoryData[28] = 8'haa;
		instructionMemoryData[29] = 8'h02;
		instructionMemoryData[30] = 8'h00;
		instructionMemoryData[31] = 8'hcd;
		instructionMemoryData[32] = 8'h8b;
		instructionMemoryData[33] = 8'h02;
		instructionMemoryData[34] = 8'h00;
		instructionMemoryData[35] = 8'h4e;
		instructionMemoryData[36] = 8'hf8;
		instructionMemoryData[37] = 8'h06;
		instructionMemoryData[38] = 8'h40;
		instructionMemoryData[39] = 8'h4f;
		instructionMemoryData[40] = 8'hcb;
		instructionMemoryData[41] = 8'h03;
		instructionMemoryData[42] = 8'h00;
		instructionMemoryData[43] = 8'h22;
		instructionMemoryData[44] = 8'h8a;
		instructionMemoryData[45] = 8'h05;
		instructionMemoryData[46] = 8'h00;
		instructionMemoryData[47] = 8'h44;
		instructionMemoryData[48] = 8'haa;
		instructionMemoryData[49] = 8'h06;
		instructionMemoryData[50] = 8'h00;
		instructionMemoryData[51] = 8'h48;
		instructionMemoryData[52] = 8'h8b;
		instructionMemoryData[53] = 8'h02;
		instructionMemoryData[54] = 8'h00;
		instructionMemoryData[55] = 8'h89;
		instructionMemoryData[56] = 8'hcb;
		instructionMemoryData[57] = 8'h07;
		instructionMemoryData[58] = 8'h00;
		instructionMemoryData[59] = 8'hc1;		
	end
	always @(programCounter) begin
		CPU_Instruction[8:0] = instructionMemoryData[programCounter+3];
		CPU_Instruction[16:8] = instructionMemoryData[programCounter+2];
		CPU_Instruction[24:16] = instructionMemoryData[programCounter+1];
		CPU_Instruction[31:24] = instructionMemoryData[programCounter];
	end
endmodule

===== run.sh =====
#!/bin/bash
# OpenROAD 26Q1-2900-gdf79404cd8, Yosys 0.63+post, stock flow scripts
make -C /OpenROAD-flow-scripts/flow DESIGN_CONFIG=/design/flow/config.mk WORK_HOME=/design/flow/orfs finish

===== config.mk =====
export PLATFORM = sky130hd
export DESIGN_NAME = InstructionMemory
export DESIGN_NICKNAME = InstructionMemory
export VERILOG_FILES = /design/flow/design.v
export SDC_FILE = /design/flow/constraint.sdc
export NUM_CORES = 4
export LEC_CHECK = 1
export CORE_UTILIZATION = 40

===== constraint.sdc =====
current_design InstructionMemory

set clk_period 3.5
set clk_io_pct 0.2

create_clock -name clk0 -period $clk_period

set non_clock_inputs [all_inputs -no_clocks]
set_input_delay [expr $clk_period * $clk_io_pct] -clock clk0 $non_clock_inputs
set_output_delay [expr $clk_period * $clk_io_pct] -clock clk0 [all_outputs]

==> flow_summary.yaml <==
# implementation run metrics
hold_path:
  hold_path_class: "primary input to output port"
  hp-start: "programCounter[4]"
  worstHoldEndpoint: "CPU_Instruction[24]"
  hold_path_depth: 4
timing:
  timing.setup.tns_ps: 0
  max-slew-margin-rel_pct: 74.4
  final_period_minus_worst_setup_slack_ps: 3480
  rsz0062_at_grt: "true"
  final-max-slew-violation-count: 0
  clock.fmax_ghz: 0.288
  hold_viol: 0
  worstMarginPinSlew_ps: 384
  final-setup-viol-count: 0
  min_period_over_period_pct: 99.4
global_route:
  groute.usage.overall_pct: 33.1
  grt_start_max_net_pins: 25
  grt_first_pass_wirelength_mm: 20.4
  first_global_vias: 4018
  overflow: 0
  grt_antenna_before_repair: 0
pwr:
  vdd_drop_max_mv: 0.112
  leakagePower_nw: 2.32
  totalPowerFinal_w: 0.000931
  power.density_cell_area_nw_per_um2: 172
die:
  chipArea_um2: 8030
  die_wd_um: 89.6
  initial_core_util_pct: 41.9
  number_of_rows_created_at_floorplan: 31
  boundaryPins: 96
  core-area_um2: 7330
  die_height_um: 89.6
finish:
  nFillCells: 512
  layout.core_utilization_pct: 73.7
  num-clock-buffers: 0
  n_sequential_cell: 0
  layout.area.seq_um2: 0
  post_route_cells_drive_above_1_share_pct: 44.5
  area_growth_pct: 75.9
logic_synthesis:
  yosysCellCount: 468
  netlist_area_before_placement_um2: 3070
  synth.top_cells.by_count: "nand2_1 (40), a21oi_1 (37), nor2_1 (36)"
  post_synth_num_cell_types: 78
  postSynthAreaPerCell_um2: 6.56
  top_area_cell: "ha_1"
  synth.top_cell.area_share_pct: 6.93
  synth-area-yosys_um2: 3070
  post-synth-top-count-cell: "nand2_1"
  synth_seq_share_pct: 0
  synthCells: 468
  yosys_warnings: 1
  yosys-top-cells-area: "ha_1 (6.9%), a21oi_1 (6.0%), o21ai_0 (5.2%)"
clock_network:
  ctsHoldBuffers: 0
routing:
  detail_route.drc_violations: 0
  routed_wirelength_mm: 13.0
  vias_post_dr: 4504
  drtPass1Iterations: 4
  first_iteration_detailed_routing_drc_count: 185
  detail_route.vias_per_cell: 6.05
  routed_wire_length_per_instance_um: 17.5
  route.antenna.diode_count: 0
  detail-route-antenna-nets: 0
setup_path:
  criticalPathCategory: "primary input to output port"
  cp_common_cell: "buf_6"
  cp_data_required_time_ps: 2800
  arrival_ps: 2780
  critical_path.top_delay_family: "buffers and inverters"
  cp_max_fo: 7
  crit_path_top_delay_cell: "or4_1"
  timing.critical_path.from_type: "primary input"
  path_buffers: 7
  critPathCaptureType: "output port"
  worstPathCellList: "buf_2 -> buf_6 -> ha_4 -> buf_12 -> nand2b_4 -> buf_4 -> o221ai_4 -> buf_6 -> buf_6 -> o22ai_1 -> or4_1 -> buf_2"
  critical-path-max-stage-delay_ps: 540
placed_design:
  gp_congestion: 0.932
  port_buffers: 38
  dp_hpwl_mm: 8.50
outcome:
  run_status: "finished clean"
run:
  openroad_warnings: 105
  drv_cap: 0
area by class of cell:
| cell class | count | area [um^2] | area share, % |
|---|---|---|---|
| inverters | 10 | 42.5 | 0.788 |
| multi-input cells | 402 | 3220 | 59.7 |
| well taps | 99 | 124 | 2.29 |
| repair buffers | 233 | 2010 | 37.2 |
worst max path at each step:
stage / start / endpoint / slack [ps] / cells past startpoint
6_report: programCounter[1] / CPU_Instruction[6] / 20 / 12
5_1_grt: programCounter[1] / CPU_Instruction[30] / -10 / 10
4_1_cts: programCounter[2] / CPU_Instruction[6] / -30 / 13
timing repair:
action / 4_1_cts / 5_1_grt
setup endpoints to repair: 32 / 23
gates resized: 158 / 17
hold endpoints to repair: 0 / 0
buffers inserted: 28 / 8
pin swaps: 48 / 14
cloned: 2 / 0
metal layers:
| layer | GRT usage, % | wire length [um] | vias to the layer above |
|---|---|---|---|
| met5 | 0 | 0 | - |
| met4 | 8.66 | 346 | 0 |
| met3 | 2.50 | 750 | 26 |
| met2 | 53.8 | 5900 | 177 |
| met1 | 48.1 | 6000 | 2140 |
| li1 | - | - | 2161 |
stage by stage:
stage / setup slack, ps / std cells / hold WS (ps) / instance area (um^2)
after detailed placement: -593 / 707 / 2420 / 4510
final: 22.4 / 744 / 2070 / 5400
after floorplan: 104 / 468 / 1640 / 3070
after CTS: -31.5 / 736 / 2180 / 5300
after global routing: -10.7 / 744 / 2100 / 5400
after global placement: -578 / 707 / 2400 / 4510
where the power goes:
part | internal [W] | switching, W
Sequential | 0 | 0
Clock | 0 | 0
Combinational | 0.000496 | 0.000435
Total | 0.000496 | 0.000435
kinds of logic after synthesis:
| group | synth area share (%) |
|---|---|
| AND/OR/NAND/NOR | 24.8 |
| buffers and inverters | 9.99 |
| XOR/XNOR | 7.17 |
| AND-OR/OR-AND | 44.5 |
| multiplexers | 6.60 |
| adder cells (fa/ha/maj) | 6.93 |
cell usage in the layout (no fill, tap or decap), types with 7 or more instances in the layout:
| cell type | netlist | final |
|---|---|---|
| nand2_1 | 40 | 37 |
| buf_12 | 0 | 7 |
| buf_6 | 2 | 28 |
| clkdlybuf4s50_1 | 0 | 9 |
| buf_4 | 4 | 158 |
| a211oi_1 | 13 | 9 |
| o21ai_1 | 17 | 22 |
| a311oi_1 | 8 | 7 |
| nand3_1 | 17 | 15 |
| nor3_1 | 10 | 7 |
| o21ai_0 | 32 | 25 |
| nor2_1 | 36 | 31 |
| a21oi_1 | 37 | 36 |
| ha_4 | 0 | 9 |
| nor2b_1 | 9 | 8 |
| xnor2_1 | 12 | 8 |
| a31oi_1 | 9 | 8 |
| dlygate4sd2_1 | 0 | 18 |
| mux2i_1 | 9 | 9 |
| o211ai_1 | 13 | 13 |
Power figures rest on the tool's default switching activity, not on a simulated workload.
